==> ./design.v <==
`timescale 1ns/10ps
module 
  wb_async_mem_bridge
  #(
    parameter DW = 32,
    parameter AW = 32
  ) 
  (
    input   [(DW-1):0]  wb_data_i,
    output  [(DW-1):0]  wb_data_o,
    output  [(AW-1):0]  wb_addr_o,
    output  [3:0]       wb_sel_o,
    output              wb_we_o,
    output              wb_cyc_o,
    output              wb_stb_o,
    input               wb_ack_i,
    input               wb_err_i,
    input               wb_rty_i,
    inout   [(DW-1):0]  mem_d,
    input   [(AW-1):0]  mem_a,
    input               mem_oe_n,
    input   [3:0]       mem_bls_n,
    input               mem_we_n,
    input               mem_cs_n,
    input               wb_clk_i,
    input               wb_rst_i
  );
  wire [(DW-1):0] sync_mem_d;
  wire [(AW-1):0] sync_mem_a;
  wire [3:0] sync_mem_bls_n;
  genvar i;
  generate
    for( i = 0; i < DW; i = i + 1 )
      begin: sync_data_loop
        sync i_sync( .async_sig(mem_d[i]), .sync_out(sync_mem_d[i]), .clk(wb_clk_i) );
      end
  endgenerate
  generate
    for( i = 0; i < AW; i = i + 1 )
      begin: sync_addr_loop
        sync i_sync( .async_sig(mem_a[i]), .sync_out(sync_mem_a[i]), .clk(wb_clk_i) );
      end
  endgenerate
  generate
    for( i = 0; i < 4; i = i + 1 )
      begin: sync_bls_loop
        sync i_sync( .async_sig(mem_bls_n[i]), .sync_out(sync_mem_bls_n[i]), .clk(wb_clk_i) );
      end
  endgenerate
  wire sync_mem_oe_n, sync_mem_oe_n_rise, sync_mem_oe_n_fall;
  wire sync_mem_cs_n;
  wire sync_mem_we_n, sync_mem_we_n_rise, sync_mem_we_n_fall;
  sync_edge_detect
    i_sync_mem_oe_n(
                    .async_sig(mem_oe_n),
                    .sync_out(sync_mem_oe_n),
                    .clk(wb_clk_i),
                    .rise(sync_mem_oe_n_rise),
                    .fall(sync_mem_oe_n_fall)
                  );
  sync 
    i_sync_mem_cs_n( 
            .async_sig(mem_cs_n), 
            .sync_out(sync_mem_cs_n), 
            .clk(wb_clk_i) 
          );
  sync_edge_detect
    i_sync_mem_we_n(
                    .async_sig(mem_we_n),
                    .sync_out(sync_mem_we_n),
                    .clk(wb_clk_i),
                    .rise(sync_mem_we_n_rise),
                    .fall(sync_mem_we_n_fall)
                  );
  wb_async_mem_sm #( .DW(DW), .AW(AW) ) 
    i_wb_async_mem_sm
    (
      .wb_data_i(wb_data_i),
      .wb_addr_i(wb_addr_o),
      .wb_we_o(wb_we_o),
      .wb_cyc_o(wb_cyc_o),
      .wb_stb_o(wb_stb_o),
      .wb_ack_i(wb_ack_i),
      .wb_err_i(wb_err_i),
      .wb_rty_i(wb_rty_i),
      .mem_d(sync_mem_d),
      .mem_a(sync_mem_a),
      .mem_oe_n(sync_mem_oe_n),
      .mem_bls_n(sync_mem_bls_n),
      .mem_we_n(sync_mem_we_n),
      .mem_cs_n(sync_mem_cs_n),
      .mem_we_n_fall(sync_mem_we_n_fall),
      .mem_oe_n_fall(sync_mem_oe_n_fall),
      .wb_clk_i(wb_clk_i),
      .wb_rst_i(wb_rst_i)
    );
  reg [(DW-1):0] wb_data_i_r;
  always @(posedge wb_clk_i)
    if(wb_ack_i)
      wb_data_i_r <= wb_data_i;
  reg [(DW-1):0] wb_data_o_r;
  always @(posedge wb_clk_i)
    if(~sync_mem_we_n)
      wb_data_o_r <= sync_mem_d;
  assign mem_d = (~sync_mem_oe_n & ~sync_mem_cs_n ) ? wb_data_i_r : 'bz;
  assign wb_addr_o = sync_mem_a;
  assign wb_data_o = wb_data_o_r;
  assign wb_sel_o = ~sync_mem_bls_n;
endmodule
`timescale 1ns/10ps
module 
  wb_async_mem_sm
  #(
    parameter DW = 32,
    parameter AW = 32
  ) 
  (
    input   [(DW-1):0]  wb_data_i,
    input   [(AW-1):0]  wb_addr_i,
    output              wb_we_o,
    output              wb_cyc_o,
    output              wb_stb_o,
    input               wb_ack_i,
    input               wb_err_i,
    input               wb_rty_i,
    input   [(DW-1):0]  mem_d,
    input   [(AW-1):0]  mem_a,
    input               mem_oe_n,
    input   [3:0]       mem_bls_n,
    input               mem_we_n,
    input               mem_cs_n,
    input               mem_we_n_fall, 
    input               mem_oe_n_fall,
    output  [5:0]       dbg_state,
    input               wb_clk_i,
    input               wb_rst_i
  );
  wire address_change;
  localparam   STATE_IDLE     = 6'b000001;
  localparam   STATE_WE       = 6'b000010;
  localparam   STATE_OE       = 6'b000100;
  localparam   STATE_DONE     = 6'b001000;
  localparam   STATE_ERROR    = 6'b010000;
  localparam   STATE_GLITCH   = 6'b100000;
  reg [5:0] state;
  reg [5:0] next_state;
  always @(posedge wb_clk_i or posedge wb_rst_i)
    if(wb_rst_i)
      state <= STATE_IDLE;
    else
      state <= next_state;
  always @(*)
    case( state )
      STATE_IDLE:       if( (mem_oe_n & mem_we_n) | mem_cs_n )
                          next_state = STATE_IDLE;
                        else
                          if( ~mem_oe_n & ~mem_we_n )
                            next_state = STATE_ERROR;
                          else
                            if( ~mem_we_n )
                              next_state = STATE_WE;
                            else  
                              next_state = STATE_OE;                              
      STATE_WE:         if( mem_we_n | mem_cs_n )
                          next_state = STATE_ERROR;
                        else
                          if( wb_ack_i )
                            next_state = STATE_DONE;
                          else
                            next_state = STATE_WE;
      STATE_OE:         if( mem_oe_n | mem_cs_n | address_change )
                          next_state = STATE_ERROR;
                        else
                          if( wb_ack_i )
                            next_state = STATE_DONE;
                          else
                            next_state = STATE_OE;
      STATE_DONE:       if( mem_cs_n )
                          next_state = STATE_IDLE;  
                        else
                          if( mem_we_n_fall )
                            next_state = STATE_WE;
                          else if( mem_oe_n_fall ) 
                            next_state = STATE_OE;
                          else  
                            next_state = STATE_DONE;
      STATE_ERROR:      next_state = STATE_IDLE;
      STATE_GLITCH:     next_state = STATE_IDLE;
      default:          next_state = STATE_GLITCH;
    endcase
  reg [(AW-1):0] wb_addr_i_r;
  assign address_change = (wb_addr_i != wb_addr_i_r);
  always @(posedge wb_clk_i)
    if( (state != STATE_DONE) | (state != STATE_OE) ) 
      wb_addr_i_r <= wb_addr_i;
  assign wb_cyc_o = (state == STATE_WE) | (state == STATE_OE);
  assign wb_stb_o = (state == STATE_WE) | (state == STATE_OE);
  assign wb_we_o  = (state == STATE_WE);
  assign dbg_state = state;
endmodule
module soc_ram( data, addr, we, clk, q );
  parameter DATA_WIDTH = 8;
  parameter ADDR_WIDTH = 6;
  parameter MEM_INIT = 0;
  input [(DATA_WIDTH-1):0] data;
  input [(ADDR_WIDTH-1):0] addr;
  input we;
  input clk;
  output [(DATA_WIDTH-1):0] q;
  reg [DATA_WIDTH-1:0] ram[2**ADDR_WIDTH-1:0];
  reg [ADDR_WIDTH-1:0] addr_reg;
  always @ (posedge clk)
    begin
      if (we) ram[addr] <= data;
      addr_reg <= addr;
    end
  assign q = ram[addr_reg];
endmodule
`timescale 1ns/10ps
module sync (
              input async_sig,
              output sync_out,
              input clk
            );
  reg [1:2] resync;
  always @(posedge clk)
  begin
    resync <= {async_sig , resync[1]};
  end
  assign sync_out = resync[2];
endmodule
`timescale 1ns/10ps
module sync_edge_detect (
                          input async_sig,
                          output sync_out,
                          input clk,
                          output reg rise,
                          output reg fall
                        );
  reg [1:3] resync;
  always @(posedge clk)
  begin
    rise <= ~resync[3] & resync[2];
    fall <= ~resync[2] & resync[3];
    resync <= {async_sig , resync[1:2]};
  end
  assign sync_out = resync[2];
endmodule
`timescale 1ns/10ps
module top(
  input [1:0]       clock_24,                
  input [1:0]       clock_27,                
  input             clock_50,                
  input             ext_clock,               
  input [3:0]       key,                     
  input [9:0]       sw,                      
  output    [6:0]   hex0,                    
  output    [6:0]   hex1,                    
  output    [6:0]   hex2,                    
  output    [6:0]   hex3,                    
  output    [7:0]   ledg,                    
  output    [9:0]   ledr,                    
  output            uart_txd,                
  input             uart_rxd,                
  inout [15:0]      dram_dq,                 
  output    [11:0]  dram_addr,               
  output            dram_ldqm,               
  output            dram_udqm,               
  output            dram_we_n,               
  output            dram_cas_n,              
  output            dram_ras_n,              
  output            dram_cs_n,               
  output            dram_ba_0,               
  output            dram_ba_1,               
  output            dram_clk,                
  output            dram_cke,                
  inout [7:0]       fl_dq,                   
  output    [21:0]  fl_addr,                 
  output            fl_we_n,                 
  output            fl_rst_n,                
  output            fl_oe_n,                 
  output            fl_ce_n,                 
  inout   [15:0]    sram_dq,                 
  output  [17:0]    sram_addr,               
  output            sram_ub_n,               
  output            sram_lb_n,               
  output            sram_we_n,               
  output            sram_ce_n,               
  output            sram_oe_n,               
  inout             sd_dat,                  
  inout             sd_dat3,                 
  inout             sd_cmd,                  
  output            sd_clk,                  
  inout             i2c_sdat,                
  output            i2c_sclk,                
  input             ps2_dat,                 
  input             ps2_clk,                 
  input             tdi,                     
  input             tck,                     
  input             tcs,                     
  output            tdo,                     
  output            vga_hs,                  
  output            vga_vs,                  
  output    [3:0]   vga_r,                   
  output    [3:0]   vga_g,                   
  output    [3:0]   vga_b,                   
  inout             aud_adclrck,             
  input             aud_adcdat,              
  inout             aud_daclrck,             
  output            aud_dacdat,              
  inout             aud_bclk,                
  output            aud_xck,                 
  inout [35:0]      gpio_0,                  
  inout [35:0]      gpio_1                   
);
	wire 				reset_switch;
	wire        sysclk        = clock_24[0];
  sync 
    i_sync_reset( 
            .async_sig(~key[0]), 
            .sync_out(reset_switch), 
            .clk(sysclk) 
          );
	reg [24:0] counter;
	wire [7:0]  fled;
	always @(posedge sysclk or posedge reset_switch)
	  if(reset_switch)
  		counter <= 25'b0;
  	else
  		counter <= counter + 1;
	assign fled[0]  = sw[0];
	assign fled[1]  = sw[1];
	assign fled[2]  = sw[2];
	assign fled[3]  = sw[3];
	assign fled[4]  = sw[4];
	assign fled[5]  = sw[5];
	assign fled[6]  = sw[6];
	assign fled[7]  = counter[24];
  test_harness i_test_harness(
    .gpio_0(gpio_0),
    .gpio_1(gpio_1),
    .sys_clk_i(sysclk),
    .sys_rst_i(reset_switch)
  );
  assign  hex0        =   7'h7f;
  assign  hex1        =   7'h7f;
  assign  hex2        =   7'h7f;
  assign  hex3        =   7'h7f;
  assign  ledg        =   fled;
  assign  ledr        =   10'h000;
  assign  dram_dq     =   16'hzzzz;
  assign  fl_dq       =   8'hzz;
  assign  sram_dq     =   16'hzzzz;
  assign  sd_dat      =   1'bz;
  assign  i2c_sdat    =   1'bz;
  assign  aud_adclrck =   1'bz;
  assign  aud_daclrck =   1'bz;
  assign  aud_bclk    =   1'bz;
  assign  gpio_0      =   36'hzzzzzzzzz;
  assign  gpio_1      =   36'hzzzzzzzzz;
endmodule
==> ./run.sh <==
#!/bin/bash
# OpenROAD 26Q1-2900-gdf79404cd8, Yosys 0.63+post, stock flow scripts
make -C /OpenROAD-flow-scripts/flow DESIGN_CONFIG=/design/flow/config.mk WORK_HOME=/design/flow/orfs finish
==> ./config.mk <==
export PLATFORM = sky130hd
export DESIGN_NAME = wb_async_mem_bridge
export DESIGN_NICKNAME = wb_async_mem_bridge
export VERILOG_FILES = /design/flow/design.v
export SDC_FILE = /design/flow/constraint.sdc
export NUM_CORES = 4
export LEC_CHECK = 1
export CORE_UTILIZATION = 40
==> ./constraint.sdc <==
current_design wb_async_mem_bridge

set clk_period 2.8
set clk_io_pct 0.2

create_clock -name clk0 -period $clk_period [get_ports {wb_clk_i}]

set non_clock_inputs [all_inputs -no_clocks]
set_input_delay [expr $clk_period * $clk_io_pct] -clock clk0 $non_clock_inputs
set_output_delay [expr $clk_period * $clk_io_pct] -clock clk0 [all_outputs]
==> flow.log <==
[metrics] run summary
[metrics] average routed wire per standard cell: 13.8 µm
[metrics] number of unique standard cell types used by synthesis: 29
[metrics] fraction of the core area occupied by cells at floorplan: 0.416
[metrics] setup repair after global routing missed its margin: no
[metrics] yosys stat area: 0.00671 mm²
[metrics] iteration count of the initial detailed-routing pass: 4
[metrics] crit path launch type: register
[metrics] Final Max Tran Viols: 0
[metrics] fraction of the yosys area taken by sequential cells: 0.885
[metrics] Inserted Clock Buffers: 24
[metrics] Pleak: 0.00331 µW
[metrics] main combinational cell family by area after synthesis: XOR/XNOR gates
[metrics] worst-case clock skew: 0.00870 ns
[metrics] worst flop-to-flop path endpoint: i_wb_async_mem_sm.wb_addr_i_r[30]$_DFFE_PP_
[metrics] Crit. End Element: primary output
[metrics] number of setup buffers added after CTS: 0
[metrics] Worst Tran Pin Value: 0.716 ns
[metrics] kind of cell adding the most delay to the critical path: flip-flops
[metrics] startpoint of the worst-slack reg-to-reg timing path: i_wb_async_mem_sm.state[4]$_DFF_PP0_
[metrics] slowest stage cell, crit path: sky130_fd_sc_hd__dfrtp_1
[metrics] flops out of synthesis: 247
[metrics] average vias per placed instance: 4.04
[metrics] post-synth tally of flip-flops with integrated enable: 96
[metrics] worst-case reg-to-reg path depth: 3
[metrics] final WL: 10000 µm
[metrics] H-tree Lvls: 1
[metrics] power density relative to cell area: 835 mW/mm²
[metrics] I/O pin count: 179
[metrics] number of input and output port buffers inserted: 144
[metrics] post-CTS clock slew at the launch and capture registers of the worst setup and hold paths: 0.06 ns
[metrics] Root Buffer: sky130_fd_sc_hd__clkbuf_16
[metrics] placeable core region: 0.0161 mm²
[metrics] Vias: 2935
[metrics] share of layout cells above drive strength 1: 0.0744
[metrics] adder-cell share of the synthesized area: 0
[metrics] final tally of hold violations: 0
[metrics] wire length of the first global-routing pass: 16100 µm
[metrics] clock tree sinks: 247
[metrics] number of placement rows: 46
[metrics] Congestion Overflow GR: 0
[metrics] starting DRC count in detailed routing: 103
[metrics] worst vdd rail ir drop: 0.000487 V
[metrics] pre-CTS setup slack: 1.05 ns
[metrics] die height: 131 µm
[metrics] final critical-path share of the clock period: 0.798
[metrics] clock tree from TritonCTS: built
[metrics] largest stage delay on the critical path: 0.43 ns
[metrics] Max Fclk: 447 MHz
[metrics] n_diodes: 0
[metrics] post-synthesis area per instance: 18.9 µm²
[metrics] area leader, netlist: sky130_fd_sc_hd__dfxtp_1
[metrics] XOR/XNOR share of the synthesized area: 0.0418
[metrics] share of flip-flops with an asynchronous set or reset after synthesis: 0.0202
[metrics] Max-Slew Margin vs Limit: 0.522
[metrics] synthesized-area fraction occupied by ao, oa, aoi and oai cells: 0.0123
[metrics] commonest register cell after synthesis: sky130_fd_sc_hd__dfxtp_1
[metrics] worst setup slack after layout: 0.565 ns
[metrics] # DRC: 0
[metrics] result of the run: finished clean
[metrics] post-route total power: 7440 µW
[metrics] Final Wtd Congestion: 0.754
[metrics] CTS Buffer Depth: 3
[metrics] clk latency of the worst-skew pair: 0.50 ns
[metrics] area of the mapped netlist: 0.00671 mm²
[metrics] final critical path time including I/O delays and setup: 2.24 ns
[metrics] initial antenna violation count: 0
[metrics] share of the synthesized area in the top cell type: 0.436
[metrics] Max-Cap Viols: 0
[metrics] setup tns final: 0 ns
[metrics] hold buffer count at cts: 0
[metrics] number of buffer and inverter instances along the worst setup path: 1
[metrics] most used cells in the layout excluding fill and tap cells: sky130_fd_sc_hd__dfxtp_1 (146), sky130_fd_sc_hd__clkdlybuf4s50_1 (143), sky130_fd_sc_hd__edfxtp_1 (96), sky130_fd_sc_hd__xnor2_1 (31), sky130_fd_sc_hd__clkbuf_16 (25)
[metrics] Critical path origin: i_wb_async_mem_sm.state[4]$_DFF_PP0_
[metrics] half-perimeter wire length after placement: 6850 µm
[metrics] Commonest Layout Cell: sky130_fd_sc_hd__dfxtp_1
[metrics] Post-synth mux share: 0
[metrics] area added between synthesis and finish: 32.9%
[metrics] Synth Area in Simple Gates: 0.0200
[metrics] horizontal extent of the die: 131 µm
[metrics] cell total in the yosys stat output: 354
[metrics] total track usage: 0.125
[metrics] number of logged tool warnings: 91
[metrics] required time of the worst setup path: 2.24 ns
[metrics] post-synthesis cell count: 354
[metrics] number of global-route vias before repair: 2922
[metrics] Ys Warns: 15
[metrics] CP Depth: 2
[metrics] crit-path cells: or2_2, clkdlybuf4s50_1
[metrics] main area contributors: sky130_fd_sc_hd__dfxtp_1 (44%), sky130_fd_sc_hd__edfxtp_1 (43%), sky130_fd_sc_hd__xnor2_1 (4.0%)
[metrics] crit path to: wb_cyc_o
[metrics] post-CTS sizing: 0
[metrics] internal reg-to-reg setup slack: 1.05 ns
[metrics] arrival time of data at the critical path endpoint: 1.68 ns
[metrics] count of endpoints failing setup in the final report: 0
[metrics] critical path start-end classification: reg2out
[metrics] maximum number of pins on one net before global-route repair: 33
[metrics] maximum fanout along the worst path: 5
[metrics] post-route antenna net violation count: 0
[metrics] Hold Crit Class: in2reg
[metrics] overall die area: 0.0173 mm²
==> where the power goes <==
part	leakage (µW)	internal [µW]	switching, µW
sequential	0.00223	4060	111
clock	0.000343	1660	1200
combinational	0.000737	275	139
total	0.00331	5990	1450
==> routing by layer <==
| metal | wire length (µm) | up-vias | track usage | part of all wire |
|---|---|---|---|---|
| met5 | 0 | - | 0 | 0 |
| met4 | 231 | 0 | 0.0284 | 0.023 |
| met3 | 806 | 25 | 0.0448 | 0.080 |
| met2 | 4620 | 107 | 0.183 | 0.46 |
| met1 | 4370 | 1332 | 0.191 | 0.44 |
| li1 | - | 1471 | - | - |
==> worst reg2reg max path: stages (launching register included) <==
cell and delay (ns):
sky130_fd_sc_hd__dfrtp_1 0.43, sky130_fd_sc_hd__or2_2 0.33, sky130_fd_sc_hd__or4_1 0.40, sky130_fd_sc_hd__buf_4 0.27
==> state kept, by name, indices dropped and copies added, names as in the netlist <==
name / flops
sync_addr_loop.i_sync.resync: 64
mem_d: 32
wb_data_o_r: 32
sync_data_loop.i_sync.resync: 64
i_sync_mem_oe_n.resync: 3
i_sync_mem_cs_n.resync: 2
i_wb_async_mem_sm.state: 5
sync_bls_loop.i_sync.resync: 8
i_wb_async_mem_sm.wb_addr_i_r: 32
i_sync_mem_we_n.fall: 1
i_sync_mem_we_n.resync: 3
i_sync_mem_oe_n.fall: 1
==> synthesized netlist by cell type, drive strengths merged (2+ instances only) <==
| cell | number |
|---|---|
| a21oi | 2 |
| nand3 | 2 |
| inv | 8 |
| nor2b | 2 |
| nor2 | 2 |
| xnor2 | 31 |
| buf | 33 |
| a31oi | 2 |
| nor4 | 2 |
| edfxtp | 96 |
| dfxtp | 146 |
| dfrtp | 4 |
| nand4 | 7 |
| nand2 | 2 |
==> final cells by class <==
cell class                 instances  area, µm²
timing repair buffer             147       1470
sequential                       247       5930
fill                            1216       7200
tap                              216        270
clock inverter                     8       41.3
inverter                           8       30.0
clock buffer                      35        673
multi-input combinational         66        497
==> kinds of logic after synthesis <==
family          count (synthesis)
compound gates                 11
xor+xnor                       32
buf+inv                        41
flops                         247
simple gates                   23
==> how the worst min path moves through the flow <==
stage / cells past startpoint / slack [ns] / to / start
final: 0 / 0.10 / sync_data_loop[28].i_sync.resync[1]$_DFF_P_ / mem_d[28]
after CTS: 0 / 0.08 / sync_data_loop[15].i_sync.resync[1]$_DFF_P_ / mem_d[15]
after global routing: 0 / 0.08 / sync_data_loop[15].i_sync.resync[1]$_DFF_P_ / mem_d[15]
==> metrics by stage <==
step                 util  std cells  instance area (µm²)  hold slack (ns)
finish              0.553        727                 8910            0.101
global route        0.553        727                 8910           0.0753
detailed placement  0.509        684                 8200            0.312
global placement    0.509        684                 8200            0.310
CTS                 0.553        727                 8910           0.0787
floorplan               -        354                 6710            0.310
Power figures rest on the tool's default switching activity, not on a simulated workload.
