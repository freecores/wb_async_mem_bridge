--- flow/run.sh ---
#!/bin/bash
# OpenROAD 26Q1-2900-gdf79404cd8, Yosys 0.63+post, stock flow scripts
make -C /OpenROAD-flow-scripts/flow DESIGN_CONFIG=/design/flow/config.mk WORK_HOME=/design/flow/orfs finish
--- flow/config.mk ---
export PLATFORM = sky130hd
export DESIGN_NAME = soc_ram
export DESIGN_NICKNAME = soc_ram
export VERILOG_FILES = /design/flow/design.v
export SDC_FILE = /design/flow/constraint.sdc
export NUM_CORES = 4
export LEC_CHECK = 1
export CORE_UTILIZATION = 50
--- flow/constraint.sdc ---
current_design soc_ram

set clk_period 16.6
set clk_io_pct 0.2

create_clock -name clk0 -period $clk_period [get_ports {clk}]

set non_clock_inputs [all_inputs -no_clocks]
set_input_delay [expr $clk_period * $clk_io_pct] -clock clk0 $non_clock_inputs
set_output_delay [expr $clk_period * $clk_io_pct] -clock clk0 [all_outputs]
--- flow/design.v ---
`timescale 1ns/10ps
module 
  wb_async_mem_bridge
  #(
    parameter DW = 32,
    parameter AW = 32
  ) 
  (
    input   [(DW-1):0]  wb_data_i,
    output  [(DW-1):0]  wb_data_o,
    output  [(AW-1):0]  wb_addr_o,
    output  [3:0]       wb_sel_o,
    output              wb_we_o,
    output              wb_cyc_o,
    output              wb_stb_o,
    input               wb_ack_i,
    input               wb_err_i,
    input               wb_rty_i,
    inout   [(DW-1):0]  mem_d,
    input   [(AW-1):0]  mem_a,
    input               mem_oe_n,
    input   [3:0]       mem_bls_n,
    input               mem_we_n,
    input               mem_cs_n,
    input               wb_clk_i,
    input               wb_rst_i
  );
  wire [(DW-1):0] sync_mem_d;
  wire [(AW-1):0] sync_mem_a;
  wire [3:0] sync_mem_bls_n;
  genvar i;
  generate
    for( i = 0; i < DW; i = i + 1 )
      begin: sync_data_loop
        sync i_sync( .async_sig(mem_d[i]), .sync_out(sync_mem_d[i]), .clk(wb_clk_i) );
      end
  endgenerate
  generate
    for( i = 0; i < AW; i = i + 1 )
      begin: sync_addr_loop
        sync i_sync( .async_sig(mem_a[i]), .sync_out(sync_mem_a[i]), .clk(wb_clk_i) );
      end
  endgenerate
  generate
    for( i = 0; i < 4; i = i + 1 )
      begin: sync_bls_loop
        sync i_sync( .async_sig(mem_bls_n[i]), .sync_out(sync_mem_bls_n[i]), .clk(wb_clk_i) );
      end
  endgenerate
  wire sync_mem_oe_n, sync_mem_oe_n_rise, sync_mem_oe_n_fall;
  wire sync_mem_cs_n;
  wire sync_mem_we_n, sync_mem_we_n_rise, sync_mem_we_n_fall;
  sync_edge_detect
    i_sync_mem_oe_n(
                    .async_sig(mem_oe_n),
                    .sync_out(sync_mem_oe_n),
                    .clk(wb_clk_i),
                    .rise(sync_mem_oe_n_rise),
                    .fall(sync_mem_oe_n_fall)
                  );
  sync 
    i_sync_mem_cs_n( 
            .async_sig(mem_cs_n), 
            .sync_out(sync_mem_cs_n), 
            .clk(wb_clk_i) 
          );
  sync_edge_detect
    i_sync_mem_we_n(
                    .async_sig(mem_we_n),
                    .sync_out(sync_mem_we_n),
                    .clk(wb_clk_i),
                    .rise(sync_mem_we_n_rise),
                    .fall(sync_mem_we_n_fall)
                  );
  wb_async_mem_sm #( .DW(DW), .AW(AW) ) 
    i_wb_async_mem_sm
    (
      .wb_data_i(wb_data_i),
      .wb_addr_i(wb_addr_o),
      .wb_we_o(wb_we_o),
      .wb_cyc_o(wb_cyc_o),
      .wb_stb_o(wb_stb_o),
      .wb_ack_i(wb_ack_i),
      .wb_err_i(wb_err_i),
      .wb_rty_i(wb_rty_i),
      .mem_d(sync_mem_d),
      .mem_a(sync_mem_a),
      .mem_oe_n(sync_mem_oe_n),
      .mem_bls_n(sync_mem_bls_n),
      .mem_we_n(sync_mem_we_n),
      .mem_cs_n(sync_mem_cs_n),
      .mem_we_n_fall(sync_mem_we_n_fall),
      .mem_oe_n_fall(sync_mem_oe_n_fall),
      .wb_clk_i(wb_clk_i),
      .wb_rst_i(wb_rst_i)
    );
  reg [(DW-1):0] wb_data_i_r;
  always @(posedge wb_clk_i)
    if(wb_ack_i)
      wb_data_i_r <= wb_data_i;
  reg [(DW-1):0] wb_data_o_r;
  always @(posedge wb_clk_i)
    if(~sync_mem_we_n)
      wb_data_o_r <= sync_mem_d;
  assign mem_d = (~sync_mem_oe_n & ~sync_mem_cs_n ) ? wb_data_i_r : 'bz;
  assign wb_addr_o = sync_mem_a;
  assign wb_data_o = wb_data_o_r;
  assign wb_sel_o = ~sync_mem_bls_n;
endmodule
`timescale 1ns/10ps
module 
  wb_async_mem_sm
  #(
    parameter DW = 32,
    parameter AW = 32
  ) 
  (
    input   [(DW-1):0]  wb_data_i,
    input   [(AW-1):0]  wb_addr_i,
    output              wb_we_o,
    output              wb_cyc_o,
    output              wb_stb_o,
    input               wb_ack_i,
    input               wb_err_i,
    input               wb_rty_i,
    input   [(DW-1):0]  mem_d,
    input   [(AW-1):0]  mem_a,
    input               mem_oe_n,
    input   [3:0]       mem_bls_n,
    input               mem_we_n,
    input               mem_cs_n,
    input               mem_we_n_fall, 
    input               mem_oe_n_fall,
    output  [5:0]       dbg_state,
    input               wb_clk_i,
    input               wb_rst_i
  );
  wire address_change;
  localparam   STATE_IDLE     = 6'b000001;
  localparam   STATE_WE       = 6'b000010;
  localparam   STATE_OE       = 6'b000100;
  localparam   STATE_DONE     = 6'b001000;
  localparam   STATE_ERROR    = 6'b010000;
  localparam   STATE_GLITCH   = 6'b100000;
  reg [5:0] state;
  reg [5:0] next_state;
  always @(posedge wb_clk_i or posedge wb_rst_i)
    if(wb_rst_i)
      state <= STATE_IDLE;
    else
      state <= next_state;
  always @(*)
    case( state )
      STATE_IDLE:       if( (mem_oe_n & mem_we_n) | mem_cs_n )
                          next_state = STATE_IDLE;
                        else
                          if( ~mem_oe_n & ~mem_we_n )
                            next_state = STATE_ERROR;
                          else
                            if( ~mem_we_n )
                              next_state = STATE_WE;
                            else  
                              next_state = STATE_OE;                              
      STATE_WE:         if( mem_we_n | mem_cs_n )
                          next_state = STATE_ERROR;
                        else
                          if( wb_ack_i )
                            next_state = STATE_DONE;
                          else
                            next_state = STATE_WE;
      STATE_OE:         if( mem_oe_n | mem_cs_n | address_change )
                          next_state = STATE_ERROR;
                        else
                          if( wb_ack_i )
                            next_state = STATE_DONE;
                          else
                            next_state = STATE_OE;
      STATE_DONE:       if( mem_cs_n )
                          next_state = STATE_IDLE;  
                        else
                          if( mem_we_n_fall )
                            next_state = STATE_WE;
                          else if( mem_oe_n_fall ) 
                            next_state = STATE_OE;
                          else  
                            next_state = STATE_DONE;
      STATE_ERROR:      next_state = STATE_IDLE;
      STATE_GLITCH:     next_state = STATE_IDLE;
      default:          next_state = STATE_GLITCH;
    endcase
  reg [(AW-1):0] wb_addr_i_r;
  assign address_change = (wb_addr_i != wb_addr_i_r);
  always @(posedge wb_clk_i)
    if( (state != STATE_DONE) | (state != STATE_OE) ) 
      wb_addr_i_r <= wb_addr_i;
  assign wb_cyc_o = (state == STATE_WE) | (state == STATE_OE);
  assign wb_stb_o = (state == STATE_WE) | (state == STATE_OE);
  assign wb_we_o  = (state == STATE_WE);
  assign dbg_state = state;
endmodule
module soc_ram( data, addr, we, clk, q );
  parameter DATA_WIDTH = 8;
  parameter ADDR_WIDTH = 6;
  parameter MEM_INIT = 0;
  input [(DATA_WIDTH-1):0] data;
  input [(ADDR_WIDTH-1):0] addr;
  input we;
  input clk;
  output [(DATA_WIDTH-1):0] q;
  reg [DATA_WIDTH-1:0] ram[2**ADDR_WIDTH-1:0];
  reg [ADDR_WIDTH-1:0] addr_reg;
  always @ (posedge clk)
    begin
      if (we) ram[addr] <= data;
      addr_reg <= addr;
    end
  assign q = ram[addr_reg];
endmodule
==> impl_metrics.env <==
# physical design summary
export IMPL_run_status="finished, final reports clean"
export IMPL_min_path_type="in -> reg"
export IMPL_yosys_chip_area_sq_um=20100
export IMPL_ys_seq_share_pct=77.0
export IMPL_final_setup_viol_count=0
export IMPL_max_fo_critical_path=41
export IMPL_drt_initial_drc_count=498
export IMPL_seq_power_share_pct=53.7
export IMPL_fp_dieArea_sq_um=41100
export IMPL_dpl_cell_area_sq_um=21000
export IMPL_route_final_wire_length_mm=43.9
export IMPL_timing_critical_path_from_type="flop"
export IMPL_cell_resize_tally_after_clock_tree_synthesis=0
export IMPL_warning_count=25
export IMPL_i_o_pins=24
export IMPL_synthTopCellsByCount="512 x sky130_fd_sc_hd__edfxtp_1, 126 x sky130_fd_sc_hd__mux4_2, 83 x sky130_fd_sc_hd__nor2_1"
export IMPL_grt_max_degree=65
export IMPL_antenna_cells_inserted=0
export IMPL_finalInstanceArea_sq_um=22600
export IMPL_worstSetupPathType="reg -> out"
export IMPL_yosys_area_share_aoi_pct=2.08
export IMPL_syn_inst=938
export IMPL_synth_warnings=2
export IMPL_power_net_switching_uw=556
export IMPL_gpl_final_weighted_congestion=0.835
export IMPL_io_port_bufs=23
export IMPL_floorplan_die_height_um=203
export IMPL_synth_cell_types=40
export IMPL_numSynthFlops=518
export IMPL_setup_worst_path_end_class="output pin"
export IMPL_post_synth_top_count_cell="sky130_fd_sc_hd__edfxtp_1"
export IMPL_power_density_nw_per_um2=120
export IMPL_die_x_um=203
export IMPL_synthesis_to_finish_area_growth_pct=12.4
export IMPL_synth_edff_count=512
export IMPL_post_drt_via_cell_ratio=6.02
export IMPL_post_synth_top_area_cell="sky130_fd_sc_hd__edfxtp_1"
export IMPL_synth_mux_area_fraction_pct=16.0
export IMPL_post_route_cells_drive_above_1_share_pct=25.3
export IMPL_synth_main_ff_cell="sky130_fd_sc_hd__edfxtp_1"
export IMPL_avgSynthCellArea_sq_um=21.5
export IMPL_cell_area_after_synthesis_sq_um=20100
export IMPL_initial_antenna_violation_count=0
export IMPL_tritoncts_num_sinks=518
export IMPL_cap_viol_max_count=0
export IMPL_cts_tree="done"
export IMPL_ctsRootBufferMaster="sky130_fd_sc_hd__clkbuf_16"
export IMPL_leakage_uw=0.00704
export IMPL_combinationalPowerShare_pct=4.7
export IMPL_fraction_of_the_mapped_netlist_area_in_simple_logic_gates_pct=3.39
export IMPL_drt_pass1_iter_count=5
export IMPL_power_share_clock_pct=41.7
export IMPL_netlist_top_cells_area="sky130_fd_sc_hd__edfxtp_1 76%, sky130_fd_sc_hd__mux4_2 14%, sky130_fd_sc_hd__nor2_1 1.5%"
export IMPL_layout_top_registers="ram: 512 flops"
export IMPL_cts_buffers_inserted=53
export IMPL_period_minus_slack_ps=7370
export IMPL_ffs_w_async_s_r_synth_pct=0
export IMPL_timing_hold_worst_endpoint="ram[48][5]"
export IMPL_dpl_hpwl_mm=25.3
export IMPL_setup_total_negative_slack_ps=0
export IMPL_ys_sh_xor_pct=0
export IMPL_grt_pass1_vias=10412
export IMPL_data_arrival_time_at_the_worst_slack_endpoint_ps=4050
export IMPL_largest_register_ff_count=512
export IMPL_cp_required_ps=13280
export IMPL_route_vias_total=9459
export IMPL_fp_coreArea_sq_um=39700
export IMPL_remaining_drc_errors=0
export IMPL_globalRoute_totalOverflow=0
export IMPL_hold_path_startpoint="data[5]"
export IMPL_power_switching_fraction_pct=20.5
export IMPL_ctsLongestPathBuffers=3
export IMPL_clkSlewWorstSetupHoldPaths_ps=60
export IMPL_grt_first_pass_wirelength_mm=66.5
export IMPL_globalRouteTotalUtil_pct=25.2
export IMPL_avgRoutedWirePerCell_um=27.9
export IMPL_rsz0062_at_grt="false"
export IMPL_netlist_area_leader_share_pct=76.4
export IMPL_min_delay_path_depth=2
export IMPL_registers_top_by_ff_count="ram"
export IMPL_synth_logic_top_family="multiplexers"
export IMPL_ys_sh_adder_pct=0
export IMPL_achievable_frequency_mhz=136
export IMPL_rows=73
export IMPL_post_cts_repair_setup_buffers=0
export IMPL_cts_hold_buffers=0
export IMPL_peakVddDrop_mv=0.0901
export IMPL_p_int_uw=2160
export IMPL_htree_num_levels=2
export IMPL_period_used_pct=44.4
export IMPL_synth_yosys_num_cells=938
export IMPL_tightest_slew_ps=986
export IMPL_final_hold_viol_count=0
export IMPL_fill_cells=2869
export IMPL_slew_headroom_pct=34.0
export IMPL_pins_over_slew_limit=0
export IMPL_utilization_pct=56.9
export IMPL_drt_antenna_violating_nets=0
export IMPL_initCoreUtil_pct=50.7
## per-stage QoR
stage / setup slack, ps / total power (uW) / hold WS, ps / instances
after floorplan: 11440 / 1550 / 3350 / 938
after global placement: 9780 / 1610 / 4030 / 1475
after detailed placement: 9740 / 1610 / 4040 / 1475
after CTS: 9100 / 2740 / 3420 / 1572
after global routing: 8880 / 2800 / 3440 / 1572
final: 9230 / 2710 / 3410 / 1572
## placed cells by master, fill, tap and decap left out, types with 3 or more instances in the layout
cell and count:
sky130_fd_sc_hd__clkinv_1 15, sky130_fd_sc_hd__nor2_1 83, sky130_fd_sc_hd__a211oi_1 4, sky130_fd_sc_hd__clkinv_2 12, sky130_fd_sc_hd__buf_2 8, sky130_fd_sc_hd__clkbuf_16 53
sky130_fd_sc_hd__o2bb2ai_1 3, sky130_fd_sc_hd__o22ai_1 8, sky130_fd_sc_hd__buf_4 40, sky130_fd_sc_hd__o2111ai_1 3, sky130_fd_sc_hd__nor3_1 7, sky130_fd_sc_hd__nor2b_1 14
sky130_fd_sc_hd__a22oi_1 3, sky130_fd_sc_hd__clkdlybuf4s50_1 15, sky130_fd_sc_hd__nand3_1 13, sky130_fd_sc_hd__nand2_1 19, sky130_fd_sc_hd__mux2_2 13, sky130_fd_sc_hd__o221ai_1 8
sky130_fd_sc_hd__edfxtp_1 512, sky130_fd_sc_hd__a221oi_1 6, sky130_fd_sc_hd__mux2i_1 23, sky130_fd_sc_hd__a21oi_1 3, sky130_fd_sc_hd__mux4_2 126, sky130_fd_sc_hd__bufinv_16 5
sky130_fd_sc_hd__clkbuf_1 10, sky130_fd_sc_hd__nand2b_1 7, sky130_fd_sc_hd__nand3b_1 3, sky130_fd_sc_hd__dfxtp_4 3
## cell type report
class                           count  area, sq um  share of cell area (%)
Sequential cell                   518        15500                    68.6
Multi-Input combinational cell    369         4320                    19.1
Clock buffer                       63         1360                    6.03
Tap cell                          525          657                    2.90
Timing Repair Buffer               63          490                    2.17
Clock inverter                     34          282                    1.24
## worst max-delay path: stages, from the launching register on
cell and delay [ps]:
sky130_fd_sc_hd__dfxtp_4 670, sky130_fd_sc_hd__buf_4 600, sky130_fd_sc_hd__buf_4 480, sky130_fd_sc_hd__mux4_2 550
sky130_fd_sc_hd__mux2_2 270, sky130_fd_sc_hd__a221oi_1 310, sky130_fd_sc_hd__o2bb2ai_1 120, sky130_fd_sc_hd__clkdlybuf4s50_1 410
## metal layers
| metal | GRT usage, % | part of all wire, % |
|---|---|---|
| met1 | 40.6 | 38 |
| met4 | 4.54 | 2.3 |
| met3 | 14.5 | 13 |
| met5 | 2.62 | 0.34 |
| met2 | 34.8 | 46 |
## how the worst max path moves through the flow
| stage | startpoint | to |
|---|---|---|
| 5_1_grt | flop | q[4] |
| 4_1_cts | flop | q[0] |
| 6_report | flop | q[0] |
## power groups by stage
stage	clock network, uW	registers, uW	logic (uW)
4_1_cts	1150	1460	128
5_1_grt	1200	1460	137
6_report	1130	1460	126
## cell families after synthesis
family,count (synthesis)
buf+inv,51
flops,518
simple gates,153
mux,162
compound gates,54
Power is estimated from default activity; no workload was simulated.
